==> design.v <==
`timescale 1ns / 1ps
module and_gate(
    input a,
    input b,
    output y
);
    assign y = a & b;
endmodule
module full_adder(
    input A, B, Cin,
    output Sum, Cout
);
    wire s1, c1, c2;
    half_adder HA1 (A, B, s1, c1);
    half_adder HA2 (s1, Cin, Sum, c2);
    or_gate O1 (c1, c2, Cout);
endmodule
module half_adder(
    input A, B,
    output Sum, Carry
);
    xor_gate X1 (A, B, Sum);
    and_gate A1 (A, B, Carry);
endmodule
module or_gate(
    input a,
    input b,
    output y
);
    assign y = a | b;
endmodule
module universal_add_sub(
    input [3:0] A,
    input [3:0] B,
    input MODE,            
    output [3:0] Result,
    output Cout,
    output Overflow
);
    wire [3:0] B_mod;
    wire c1, c2, c3;
    xor_gate X0 (B[0], MODE, B_mod[0]);
    xor_gate X1 (B[1], MODE, B_mod[1]);
    xor_gate X2 (B[2], MODE, B_mod[2]);
    xor_gate X3 (B[3], MODE, B_mod[3]);
    full_adder FA0 (A[0], B_mod[0], MODE, Result[0], c1);
    full_adder FA1 (A[1], B_mod[1], c1,   Result[1], c2);
    full_adder FA2 (A[2], B_mod[2], c2,   Result[2], c3);
    full_adder FA3 (A[3], B_mod[3], c3,   Result[3], Cout);
    xor_gate XOF (Cout, c3, Overflow);
endmodule
module xor_gate(
    input a,
    input b,
    output y
);
    assign y = a ^ b;
endmodule
==> run.sh <==
#!/bin/bash
# OpenROAD 26Q1-2900-gdf79404cd8, Yosys 0.63+post, stock flow scripts
make -C /OpenROAD-flow-scripts/flow DESIGN_CONFIG=/design/flow/config.mk WORK_HOME=/design/flow/orfs finish
==> config.mk <==
export PLATFORM = sky130hd
export DESIGN_NAME = universal_add_sub
export DESIGN_NICKNAME = universal_add_sub
export VERILOG_FILES = /design/flow/design.v
export SDC_FILE = /design/flow/constraint.sdc
export NUM_CORES = 4
export LEC_CHECK = 1
export CORE_AREA = 10 10 70 70
export DIE_AREA = 0 0 80 80
==> constraint.sdc <==
current_design universal_add_sub

set clk_period 4.4
set clk_io_pct 0.2

create_clock -name clk0 -period $clk_period

set non_clock_inputs [all_inputs -no_clocks]
set_input_delay [expr $clk_period * $clk_io_pct] -clock clk0 $non_clock_inputs
set_output_delay [expr $clk_period * $clk_io_pct] -clock clk0 [all_outputs]
==> flow.log <==
[report] extracting results
[metrics] outcome: completed
[metrics] Post-Syn Instances: 18
[metrics] buffers inserted during post-CTS setup optimization: 0
[metrics] Final Wtd Congestion: 0.653
[metrics] data arrival time of the worst path: 3.35 ns
[metrics] final count of hold timing violations: 0
[metrics] cells in synth_stat.txt: 18
[metrics] post-route setup TNS: 0 ns
[metrics] register cell area after layout: 0 sq um
[metrics] Die X: 80 um
[metrics] Routed WL: 534 um
[metrics] Avg Synthesized Cell Area: 9.04 sq um
[metrics] all-layer global routing usage: 1.60%
[metrics] vias: 138
[metrics] WHS Endpoint: Result[0]
[metrics] drt drc: 0
[metrics] final worst-path setup slack: 0.173 ns
[metrics] netlist area before placement: 163 sq um
[metrics] pin count of the biggest net entering global routing: 4
[metrics] Post-synth seq share: 0%
[metrics] Site Rows: 21
[metrics] average vias per placed instance: 1.82
[metrics] layout cells sized above 1: 3.33%
[metrics] CP Cell Sequence: clkdlybuf4s50_1, xnor2_1, fa_1, fa_1, inv_1, fa_1, clkdlybuf4s50_1
[metrics] Diodes inserted: 0
[metrics] max-cap check violation count: 0
[metrics] placed cell area: 348 sq um
[metrics] first drt pass iteration count: 1
[metrics] share of the cycle needed by the critical path after routing: 96.1%
[metrics] setup repair after global routing missed its margin: false
[metrics] Core Footprint: 3420 sq um
[metrics] count of endpoints failing setup in the final report: 0
[metrics] type of the tightest min-delay check: input pin to output pin
[metrics] worst slack on hold paths: 2.73 ns
[metrics] chip height: 80 um
[metrics] number of DRC markers after the initial detailed-route iteration: 0
[metrics] most frequent standard cell in the layout excluding fill and tap cells: clkdlybuf4s50_1
[metrics] worst setup slack before clock tree synthesis: 0.140 ns
[metrics] kind of launch point of the worst setup path: input pin
[metrics] most numerous logic cells after layout: 15 x clkdlybuf4s50_1, 5 x inv_1, 3 x xnor2_1, 3 x fa_1, 2 x xor2_1
[metrics] count of cells resized by post-cts repair: 0
[metrics] Final Max Tran Viols: 0
[metrics] sequential cell count: 0
[metrics] library cells used by synthesis: 6
[metrics] port bufs: 15
[metrics] cell area power density: 148 nW/um^2
[metrics] fp util: 4.76%
[metrics] global route overflow: 0
[metrics] crit path kind: input pin to output pin
[metrics] Non-Filler Cell Area, Final: 348 sq um
[metrics] initial antenna violation count: 0
[metrics] filler instances: 407
[metrics] highest fanout seen on the critical path: 3
[metrics] hold path depth: 3
[metrics] transition time of the tightest slew-check pin: 0.199 ns
[metrics] worst max-slew margin expressed relative to the limit: 86.6%
[metrics] number of clock-tree buffers in the layout: 0
[metrics] number of top-level pins: 15
[metrics] fmax: 237 MHz
[metrics] hold path startpoint: A[0]
[metrics] required time of the critical path: 3.52 ns
[metrics] via count of the first global-routing pass: 157
[metrics] Routed WL per cell: 7.03 um
[metrics] sort of element at the end of the critical path: output pin
[metrics] Post-CTS Hold Fix Bufs: 0
[metrics] P&R area growth vs syn: 114%
[metrics] Detail Route Antenna Nets: 0
[metrics] cell leakage power: 0.133 nW
[metrics] dpl cells: 76
[metrics] buffers and inverters on the worst path: 3
[metrics] post-layout minimum cycle time: 4.23 ns
[metrics] worst vdd rail ir drop: 54.8 uV
[metrics] Log Warnings: 32
[metrics] post-synth area from yosys stat: 163 sq um
[metrics] DP HPWL: 539 um
[metrics] most numerous cell on the critical path: fa_1
[metrics] area of the chip: 6400 sq um
[metrics] Crit path largest cell delay: 0.55 ns
[metrics] wire length of the first global-routing pass: 793 um
[metrics] final cell count without fillers: 76
[metrics] Critical Path Slowest Stage Cell: clkdlybuf4s50_1
[metrics] Yosys Warn Count: 0
[metrics] critical path's top delay family: adder cells
[power breakdown]
| group | total, mW | switching [mW] | internal [mW] |
|---|---|---|---|
| combinational | 0.0515 | 0.0155 | 0.0360 |
| sequential | 0 | 0 | 0 |
| clock | 0 | 0 | 0 |
| total | 0.0515 | 0.0155 | 0.0360 |
[cells in the mapped netlist]
library cell,number,area share [%]
fa_1,3,37
xor2_1,2,11
xnor2_1,3,16
inv_1,5,12
mux2i_1,1,6.2
buf_4,4,18
[worst max-delay path by stage]
stage / slack [ns] / start / end / cells past startpoint
CTS: 0.14 / MODE / Result[3] / 7
finish: 0.17 / MODE / Result[3] / 7
global route: 0.07 / MODE / Result[3] / 7
[per-layer routing]
metal  global-route usage (%)  vias to the layer above  part of all wire, %
met1                     3.12                       54                   72
li1                         -                       70                    -
met5                        0                        -                    0
met3                    0.227                        0                  6.4
met4                        0                        0                    0
met2                     1.61                       14                   22
[cell families (layout without fill, tap and decap cells)]
kind of cell / Yosys count / in the layout / synth area share, %
buf+inv: 9 / 21 / 30.0
fa+ha+maj: 3 / 3 / 36.9
xor+xnor: 5 / 5 / 26.9
mux: 1 / 1 / 6.15
[stage by stage]
stage               util [%]  power [mW]
floorplan                  -      0.0241
global placement        10.2      0.0521
detailed placement      10.2      0.0531
CTS                     10.2      0.0532
global route            10.2      0.0577
finish                  10.2      0.0515
[area by class of cell]
class,count,area (sq um),share of cell area [%]
repair buffers,16,158,45.3
multi-input cells,9,114,32.7
well taps,46,57.6,16.5
inverters,5,18.8,5.40
No activity file was given, so power comes from the tool's default toggle rates.
